## flow/constraint.sdc

```tcl
current_design flap_button

set clk_period 3.6
set clk_io_pct 0.2

create_clock -name clk0 -period $clk_period [get_ports {clk}]

set non_clock_inputs [all_inputs -no_clocks]
set_input_delay [expr $clk_period * $clk_io_pct] -clock clk0 $non_clock_inputs
set_output_delay [expr $clk_period * $clk_io_pct] -clock clk0 [all_outputs]
```

## flow/design.v

```verilog
`timescale 1ns / 100ps
module ee354_debouncer(CLK, RESET, PB, DPB, SCEN, MCEN, CCEN);
input CLK, RESET;
input PB;
output DPB;
output SCEN, MCEN, CCEN;
parameter N_dc = 28;
(* fsm_encoding = "user" *)
reg [5:0] state;
reg [N_dc-1:0] debounce_count;
reg [3:0] MCEN_count;
assign {DPB, SCEN, MCEN, CCEN} = state[5:2];
localparam
 INI        = 6'b000000,
 W84        = 6'b000001,
 SCEN_st    = 6'b111100,
 WS         = 6'b100000,
 MCEN_st    = 6'b101100,
 CCEN_st    = 6'b100100,
 MCEN_cont  = 6'b101101,
 CCR        = 6'b100001,
 WFCR       = 6'b100010;
always @(posedge CLK or posedge RESET)
begin
    if (RESET)
    begin
        state <= INI;
        debounce_count <= 0;
        MCEN_count <= 0;
    end
    else
    begin
        case(state)
            INI: begin
                debounce_count <= 0;
                MCEN_count <= 0;
                if (PB) state <= W84;
            end
            W84: begin
                debounce_count <= debounce_count + 1;
                if (!PB)
                    state <= INI;
                else if (debounce_count[N_dc-5])
                    state <= SCEN_st;
            end
            SCEN_st: begin
                debounce_count <= 0;
                MCEN_count <= MCEN_count + 1;
                state <= WS;
            end
            WS: begin
                debounce_count <= debounce_count + 1;
                if (!PB)
                    state <= CCR;
                else if (debounce_count[N_dc-1])
                    state <= MCEN_st;
            end
            MCEN_st: begin
                debounce_count <= 0;
                MCEN_count <= MCEN_count + 1;
                state <= CCEN_st;
            end
            CCEN_st: begin
                debounce_count <= debounce_count + 1;
                if (!PB)
                    state <= CCR;
                else if (debounce_count[N_dc-1])
                begin
                    if (MCEN_count == 4'b1000)
                        state <= MCEN_cont;
                    else
                        state <= MCEN_st;
                end
            end
            MCEN_cont: begin
                if (!PB)
                    state <= CCR;
            end
            CCR: begin
                debounce_count <= 0;
                MCEN_count <= 0;
                state <= WFCR;
            end
            WFCR: begin
                debounce_count <= debounce_count + 1;
                if (PB)
                    state <= WS;
                else if (debounce_count[N_dc-5])
                    state <= INI;
            end
        endcase
    end
end
endmodule
`timescale 1ns / 1ps
module flap_button(
    input wire clk,
    input wire reset,
    input wire btn_raw,
    output wire flap_pulse
);
    wire DPB, SCEN, MCEN, CCEN;
    ee354_debouncer deb(
        .CLK(clk),
        .RESET(reset),
        .PB(btn_raw),
        .DPB(DPB),
        .SCEN(SCEN),
        .MCEN(MCEN),
        .CCEN(CCEN)
    );
    reg prev = 0;
    always @(posedge clk)
        prev <= DPB;
    assign flap_pulse = DPB & ~prev;
endmodule
```

## flow/config.mk

```make
export PLATFORM = sky130hd
export DESIGN_NAME = flap_button
export DESIGN_NICKNAME = flap_button
export VERILOG_FILES = /design/flow/design.v
export SDC_FILE = /design/flow/constraint.sdc
export NUM_CORES = 4
export LEC_CHECK = 1
export CORE_UTILIZATION = 30
```

## flow/run.sh

```bash
#!/bin/bash
# OpenROAD 26Q1-2900-gdf79404cd8, Yosys 0.63+post, stock flow scripts
make -C /OpenROAD-flow-scripts/flow DESIGN_CONFIG=/design/flow/config.mk WORK_HOME=/design/flow/orfs finish
```

==> out/qor.log <==
[outcome] status finished, final reports clean
[sta] setup TNS 0 ns
[clock_network] root buffer cell sky130_fd_sc_hd__clkbuf_8
[place] number of placed instances with taps included 332
[yosys] mean instance size in the synthesized netlist 9.790 sq um
[die] I/O pin cnt 4
[worst_setup_path] Reg2Reg Setup Slack 1.44 ns
[clock_network] clock tree from TritonCTS done
[sta] final setup fails 0
[die] initial core utilization 0.3158
[power_and_ir_drop] Seq pwr share 0.429
[yosys] share of async-settable or async-resettable flops after synthesis 0.9750
[power_and_ir_drop] switching power as a share of total power 0.4057
[power_and_ir_drop] areal power density over the cells 523.7 mW/mm^2
[yosys] most common flop cell mapped by yosys sky130_fd_sc_hd__dfrtp_1
[routing] post-route ant nets 0
[clock_network] clock latency at the later pin of the worst-skew pair 0.29 ns
[clock_network] TritonCTS Buffers 5
[yosys] combined area of all synthesized cells 0.002340 sq mm
[clock_network] clock edge transition at the registers on the reported setup and hold paths 0.08 ns
[clock_network] buffer count from post-CTS setup fixing 0
[die] total number of placement rows 31
[sta] total count of hold-check failures in the final report 0
[routing] average wire per standard cell 13.72 um
[routing] overall via count from detail_route 1820
[sta] slew at the pin closest to its max-slew limit 0.8816 ns
[worst_setup_path] required time of the critical path 3.78 ns
[clock_network] post-cts resize count 0
[die] area inside the core boundary 0.007408 sq mm
[power_and_ir_drop] share of power burned in combinational logic 0.333
[yosys] yosys synthesis warning count 3
[global_route] initial antenna violation count 0
[worst_setup_path] cells on worst reg2reg path 4
[worst_setup_path] Setup crit end kind flip-flop
[worst_setup_path] WP data arrival 2.34 ns
[yosys] Unique cell types 47
[sta] peak clock frequency supported by timing 463.5 MHz
[clock_network] number of hold buffers added after CTS 0
[yosys] Yosys chip area 0.002340 sq mm
[sta] final number of max-transition violations 0
[routing] Pre-Repair DR Iteration Count 4
[layout] share of final-layout standard cells stronger than drive strength 1 0.07469
[clock_network] Max clock buf depth 2
[power_and_ir_drop] leakage power figure 1.091 nW
[layout] final std cells w/o fill 340
[worst_setup_path] capture instance of the worst register-to-register path deb.debounce_count[20]$_DFFE_PP0P_
[clock_network] CTS H-Tree Depth 2
[place] port buffer count 3
[flow_run] total tool warning count 26
[place] placed wire-length estimate 2986 um
[sta] RSZ-0062 raised after global routing no
[worst_setup_path] largest driver fanout on the critical path 17
[worst_setup_path] critical path launch point type flip-flop
[routing] Final Routed Wirelength 4666 um
[yosys] sequential area share after synthesis 0.4257
[routing] number of remaining DRC errors 0
[sta] final period utilization 0.5993
[yosys] Seq cells post-synth 40
[routing] DRC marker count from the first detailed-route iteration 118
[worst_setup_path] Worst R2R Start deb.state[0]$_DFF_PP0_
[layout] Area growth, synth to finish 8.021%
[worst_setup_path] critical path startpoint deb.state[0]$_DFF_PP0_
[global_route] largest net degree at the start of global routing 40
[global_route] overall track demand over capacity in global routing 0.1216
[routing] Ant. Diodes 0
[sta] worst slew slack as a fraction of its limit 0.4088
[yosys] cell total in the yosys stat output 239
[sta] worst setup skew after layout 0.007159 ns
[sta] fin crit period 2.157 ns
[global_route] remaining global-route overflow 0
[clock_network] number of sinks handled by clock tree synthesis 40
[worst_setup_path] worst setup path endpoint deb.debounce_count[20]$_DFFE_PP0P_
[power_and_ir_drop] fraction of power consumed by the clock network 0.237
[place] final estimated routing congestion in global placement 0.8289
[global_route] wire length of the first global-routing pass 8073 um
[global_route] number of global-route vias before repair 1645
[power_and_ir_drop] sw power 0.5370 mW
[power_and_ir_drop] Max VDD drop 0.0003984 V
[power_and_ir_drop] internal portion of total power 0.7866 mW
[routing] vias per std cell 5.353
[flow_run] # Max-Cap Violations 0
[yosys] number of instances in the synthesized netlist 239
[worst_setup_path] Worst Path Class, Setup reg2reg
[die] die height 90.31 um
[die] DIE AREA 0.008156 sq mm
[worst_hold_path] classification of the worst-slack hold path reg2reg
[die] width of the die 90.31 um
[yosys] post-synth tally of flip-flops with integrated enable 0
==> cell type report <==
class                   count  area [sq um]
fillers                   725          4881
multi-input cells         177          1227
repair buffers              6         52.55
well taps                  99         123.9
flip-flops and latches     40         996.0
inverters                  10         37.54
clock buffers               8         90.09
==> power by group through the flow <==
stage	registers, mW	clock network, mW	logic, mW
6_report	0.569	0.314	0.441
5_1_grt	0.576	0.340	0.490
4_1_cts	0.566	0.322	0.444
==> registers in the layout (all words and copies together) (netlist names) <==
name / cells
DPB: 1
deb.MCEN_count: 4
deb.debounce_count: 28
deb.state: 6
prev: 1
==> critical path, cell delays in order, from the launching register on <==
cell                      delay [ns]
sky130_fd_sc_hd__dfrtp_1        0.69
sky130_fd_sc_hd__nor4b_4        0.41
sky130_fd_sc_hd__or3_1          0.52
sky130_fd_sc_hd__nand4_1        0.24
sky130_fd_sc_hd__mux2i_1        0.16
==> routing by layer <==
metal  up-vias  global-route usage  share of wire  wire (um)
met5         -                   0              0          0
met4         0             0.01478          0.015         68
met3         5             0.02222          0.042        195
met2        43              0.1826           0.44       2058
met1       866              0.1934           0.50       2345
li1        906                   -              -          -
==> stage by stage <==
stage	hold WS [ns]	worst slack, ns	cell area [sq um]	total power [mW]	utilization
6_report	0.3674	1.443	2527	1.324	0.3412
2_1_floorplan	0.3396	1.919	2340	0.9426	-
3_5_place_dp	0.3451	1.229	2437	1.016	0.3290
4_1_cts	0.3693	1.494	2527	1.332	0.3412
3_3_place_gp	0.3458	1.249	2437	1.017	0.3290
5_1_grt	0.3868	1.257	2527	1.407	0.3412
==> cell usage in the layout, fill, tap and decap left out, types with 2 or more instances in the layout <==
master	count
sky130_fd_sc_hd__and3_1	4
sky130_fd_sc_hd__nand4_1	17
sky130_fd_sc_hd__dfrtp_1	39
sky130_fd_sc_hd__nor3_1	6
sky130_fd_sc_hd__ha_1	3
sky130_fd_sc_hd__inv_1	10
sky130_fd_sc_hd__clkbuf_8	6
sky130_fd_sc_hd__xnor2_1	4
sky130_fd_sc_hd__o22ai_1	2
sky130_fd_sc_hd__nand2_1	9
sky130_fd_sc_hd__nand3_1	44
sky130_fd_sc_hd__mux2i_1	21
sky130_fd_sc_hd__nor4_4	2
sky130_fd_sc_hd__clkbuf_1	2
sky130_fd_sc_hd__nor2b_1	2
sky130_fd_sc_hd__or4_1	5
sky130_fd_sc_hd__a21oi_1	8
sky130_fd_sc_hd__clkdlybuf4s50_1	3
sky130_fd_sc_hd__o31ai_1	2
sky130_fd_sc_hd__o21ai_0	5
sky130_fd_sc_hd__buf_4	3
sky130_fd_sc_hd__or3_1	5
sky130_fd_sc_hd__and2_1	4
sky130_fd_sc_hd__nor2_1	9
sky130_fd_sc_hd__o21ai_1	2
sky130_fd_sc_hd__nand2b_1	2
sky130_fd_sc_hd__nor4_1	2
==> worst min-delay path by stage <==
stage,startpoint,cells after the start,to,slack [ns]
4_1_cts,DPB$_DFF_PP0_,0,prev$_DFF_P_,0.37
5_1_grt,DPB$_DFF_PP0_,0,prev$_DFF_P_,0.39
6_report,DPB$_DFF_PP0_,0,prev$_DFF_P_,0.37
==> Yosys cell counts (5+ instances only) <==
library cell / instances / area (sq um)
sky130_fd_sc_hd__a21oi_1: 8 / 40.04
sky130_fd_sc_hd__buf_2: 6 / 30.03
sky130_fd_sc_hd__dfrtp_1: 39 / 975.9
sky130_fd_sc_hd__inv_1: 10 / 37.54
sky130_fd_sc_hd__mux2i_1: 21 / 210.2
sky130_fd_sc_hd__nand2_1: 9 / 33.78
sky130_fd_sc_hd__nand3_1: 44 / 220.2
sky130_fd_sc_hd__nand4_1: 17 / 106.4
sky130_fd_sc_hd__nor2_1: 9 / 33.78
sky130_fd_sc_hd__nor3_1: 6 / 30.03
sky130_fd_sc_hd__o21ai_0: 5 / 25.02
sky130_fd_sc_hd__or3_1: 5 / 31.28
sky130_fd_sc_hd__or4_1: 5 / 37.54
==> cell families after synthesis <==
kind of cell,after synthesis,synth area share
multiplexers,21,0.08984
AND/OR/NAND/NOR,120,0.3150
XOR/XNOR,4,0.01497
flip-flops,40,0.4257
adder cells (fa/ha/maj),3,0.01604
AND-OR/OR-AND,29,0.08877
buffers and inverters,22,0.04974
No activity file was given, so power comes from the tool's default toggle rates.
